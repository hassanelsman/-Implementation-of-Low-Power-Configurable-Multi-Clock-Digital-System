### design/flow/design.v
module ClkDiv #( 
 parameter RATIO_WD = 4 
)
(
 input  wire                   i_ref_clk ,              
 input  wire                   i_rst ,                  
 input  wire                   i_clk_en,                
 input  wire [RATIO_WD-1 : 0] i_div_ratio,             
 output wire                   o_div_clk                
);
reg  [RATIO_WD-2 : 0]  count ;
wire [RATIO_WD-2 :0]   edge_flip_half ;  
wire [RATIO_WD-2 :0]   edge_flip_full ;                                                                        
reg                    div_clk ;
reg                    odd_edge_tog ;               
wire                   is_one ;
wire                   is_zero;
wire                   clk_en;
wire                   is_odd;
always @(posedge i_ref_clk or negedge i_rst)                
 begin : counter_proc
  if(!i_rst)
   begin
    count <= 0 ;
	div_clk <= 0 ;	
    odd_edge_tog <= 1 ;
   end
    else if(clk_en) 
     begin
      if(!is_odd && (count == edge_flip_half))               
       begin
        count <= 0 ;                                         
        div_clk <= ~div_clk ;                                
       end
      else if((is_odd && (count == edge_flip_half) && odd_edge_tog ) || (is_odd && (count == edge_flip_full) && !odd_edge_tog ))   
       begin  
        count <= 0 ;                                         
        div_clk <= ~div_clk ;		                         
        odd_edge_tog <= ~odd_edge_tog ;                      
       end
    else
     count <= count + 1'b1 ;
   end
 end
assign is_odd = i_div_ratio[0] ;
assign edge_flip_half = ((i_div_ratio >> 1) - 1 ) ;
assign edge_flip_full = (i_div_ratio >> 1) ;
assign is_zero = ~|i_div_ratio ;                                
assign is_one  = (i_div_ratio == 1'b1) ;                        
assign clk_en = i_clk_en & !is_one & !is_zero;                  
assign o_div_clk = clk_en ? div_clk : i_ref_clk ;               
endmodule
### design/flow/run.sh
#!/bin/bash
# OpenROAD 26Q1-2900-gdf79404cd8, Yosys 0.63+post, stock flow scripts
make -C /OpenROAD-flow-scripts/flow DESIGN_CONFIG=/design/flow/config.mk WORK_HOME=/design/flow/orfs finish
### design/flow/config.mk
export PLATFORM = sky130hd
export DESIGN_NAME = ClkDiv
export DESIGN_NICKNAME = ClkDiv
export VERILOG_FILES = /design/flow/design.v
export SDC_FILE = /design/flow/constraint.sdc
export NUM_CORES = 4
export LEC_CHECK = 1
export CORE_AREA = 10 10 70 70
export DIE_AREA = 0 0 80 80
### design/flow/constraint.sdc
current_design ClkDiv

set clk_period 2.4
set clk_io_pct 0.2

create_clock -name clk0 -period $clk_period [get_ports {i_ref_clk}]

set non_clock_inputs [all_inputs -no_clocks]
set_input_delay [expr $clk_period * $clk_io_pct] -clock clk0 $non_clock_inputs
set_output_delay [expr $clk_period * $clk_io_pct] -clock clk0 [all_outputs]
==> results.txt <==
xor/xnor share: 0.1834
Pwr Total: 563.3 uW
Final Cell Area: 571.8 sq um
most numerous logic cells after layout: clkbuf_4, clkdlybuf4s50_1, nand2_1, xor2_1
GRT met2 Usage: 0.04093
GRT overflow: 0
antenna violations before repair: 0
Cell Area, Synth: 361.6 sq um
n_diodes: 0
FP Util: 0.1059
Setup CP Type: clk2out
Core Area: 3416 sq um
layout cells sized above 1: 0.2727
Compound Share, Synth: 0.1280
max_slew headroom: 0.8180
Remaining DRCs: 0
drt wl/cell: 8.842 microns
CTS Hold Buffers Added: 0
R2R cell count: 4
R2R Path End: div_clk
Post-synth seq share: 0.3495
max_cap viols: 0
number of I/O pins: 8
clk_skew: 0.004166 ns
overall routed net length: 893 microns
post-synth top area cell: dfrtp_1
CTS tree: done
worst reg-to-reg setup slack: 0.84 ns
worst path bufs/invs: 3
synth unique cells: 20
GR Layer Usage met3: 0.04091
Area after DPL: 519.2 sq um
PortBufs: 7
clock slew at reported path FFs: 0.05 ns
syn avg cell area: 9.773 sq um
Final Max Slew Viols: 0
vias in the first global route: 378
via count: 332
drt via density: 3.287
CP Launch Type: clock port
top cells, area: dfrtp_1, xor2_1, dfstp_2
final hold vios: 0
Worst path slowest cell: mux2_4
Critical Path RT: 1.92 ns
Max FO, Critical Path: 2
chip footprint: 6400 sq um
num rows: 21
antenna viol nets, final: 0
ys cells: 37
most used routing layer: met2
crit-path max cell delay: 0.26 ns
GRT Util Overall: 0.03185
Mux cell area share: 0.03114
comb area leader: simple AND/OR/NAND/NOR gates
Hold WS: 0.3610 ns
global-route wire length before repair: 1538 microns
HP Class: in2async
gpl congestion: 0.8503
Log Warnings: 27
CP Capture Type: output pin
Max-area cell share: 0.2768
final core occ: 0.1674
Detailed Routing Iterations Pass 1: 4
Finish-stage setup viols: 0
YS warnings: 1
RSZ-0062 raised after global routing: no
fillers: 387
yosys simple share: 0.2076
post-synth area from yosys stat: 361.6 sq um
Detailed Route Iter0 Violations: 24
Die Ht: 80 microns
Mapped Cells: 37
cell family with most CP delay: buffers and inverters
R2R Path Start: count[2]
area growth from synthesis to layout: 58.13%
worst skew pair latency: 0.35 ns
met1 Usage GRT: 0.03026
HPWL after detailed placement: 662.3 microns
Max rail drop VDD: 0.1652 mV
critical-path cell list: clkbuf_4 -> clkbuf_4 -> mux2_4 -> clkdlybuf4s15_1
most frequent CP cell: clkbuf_4
width of the die: 80 microns
Crit path arrival time: 1.87 ns
Flops after synth: 5
pwr/cell area: 985.1 nW/um^2
run status: finished clean
total leakage power: 0.0002525 uW
largest net degree at the start of global routing: 10
synthesized-area fraction occupied by adder cells: 0.06920
Tightest Pin Transition: 0.2714 ns
[flip-flops by register name, indices dropped and copies added (netlist names)]
| signal | cells |
|---|---|
| div_clk | 1 |
| count | 3 |
| odd_edge_tog | 1 |
[area by class of cell]
type	count	area, sq um	area share
repair buffers	10	90.09	0.1575
inverters	3	11.26	0.01969
flip-flops and latches	5	126.4	0.2210
multi-input cells	29	227.7	0.3982
clock buffers	8	58.81	0.1028
well taps	46	57.56	0.1007
[metal layers]
layer / wire length (microns) / up-vias
li1: - / 166
met1: 375 / 151
met2: 334 / 15
met3: 183 / 0
met4: 0 / 0
met5: 0 / -
[what timing repair did]
action,CTS,global route
resized,3,0
setup endpoints to repair,1,0
setup buffers,0,0
[through the flow]
stage,worst slack [ns],std cells,setup TNS (ns)
2_1_floorplan,0.4978,37,0
4_1_cts,0.02355,101,0
3_5_place_dp,-0.03914,94,-0.03914
5_1_grt,0.009386,101,0
3_3_place_gp,-0.02262,94,-0.02262
6_report,0.05347,101,0
[synthesized netlist by cell type (all sizes together)]
cell,instances
or4,1
o31ai,2
inv,3
dfrtp,4
o21ai,2
nand3,3
o211ai,1
nor2b,1
mux2,1
nand2b,1
nor2,1
ha,2
nand4,1
nor3b,1
xnor3,1
dfstp,1
nand2,5
xor2,5
a21oi,1
[logic make-up after synthesis]
logic type      Yosys count
mux                       1
xor+xnor                  6
buf+inv                   3
flops                     5
compound gates            6
fa+ha+maj                 2
simple gates             14
[worst register-to-register path, stage by stage (launching register included)]
cell,delay [ns]
dfrtp_1,0.42
xor2_1,0.18
or4_4,0.56
a21oi_2,0.17
xor2_1,0.15
[how the worst max path moves through the flow]
stage                 slack, ns         to       from  cells after the start
after CTS                  0.02  o_div_clk  i_ref_clk                      4
after global routing      0.009  o_div_clk  i_ref_clk                      4
final                      0.05  o_div_clk  i_ref_clk                      4
[power by group]
group | internal (uW) | switching, uW | total (uW)
Clock | 152 | 61.6 | 214
Combinational | 97.2 | 82.7 | 180
Sequential | 130 | 39.8 | 170
Total | 379 | 184 | 563
No activity file was given, so power comes from the tool's default toggle rates.
