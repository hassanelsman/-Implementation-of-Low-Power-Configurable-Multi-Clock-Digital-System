$ cat flow/run.sh
#!/bin/bash
# OpenROAD 26Q1-2900-gdf79404cd8, Yosys 0.63+post, stock flow scripts
make -C /OpenROAD-flow-scripts/flow DESIGN_CONFIG=/design/flow/config.mk WORK_HOME=/design/flow/orfs finish
$ cat flow/config.mk
export PLATFORM = sky130hd
export DESIGN_NAME = SYS_CTRL
export DESIGN_NICKNAME = SYS_CTRL
export VERILOG_FILES = /design/flow/design.v
export SDC_FILE = /design/flow/constraint.sdc
export NUM_CORES = 4
export LEC_CHECK = 1
export CORE_UTILIZATION = 30
$ cat flow/constraint.sdc
current_design SYS_CTRL

set clk_period 1.6
set clk_io_pct 0.2

create_clock -name clk0 -period $clk_period [get_ports {CLK}]

set non_clock_inputs [all_inputs -no_clocks]
set_input_delay [expr $clk_period * $clk_io_pct] -clock clk0 $non_clock_inputs
set_output_delay [expr $clk_period * $clk_io_pct] -clock clk0 [all_outputs]
$ cat flow/design.v
module CTRL_RX #(parameter WIDTH = 8, ADDR = 4 )
(
input    wire                 CLK,
input    wire                 RST,
input    wire   [WIDTH-1:0]   RF_RdData,
input    wire                 RF_RdData_VLD,
input    wire   [WIDTH*2-1:0] ALU_OUT,
input    wire                 ALU_OUT_VLD, 
input    wire   [WIDTH-1:0]   UART_RX_DATA, 
input    wire                 UART_RX_VLD,
output   reg                  ALU_EN,
output   reg    [3:0]         ALU_FUN,  
output   reg                  CLKG_EN, 
output   reg                  CLKDIV_EN,
output   reg                  RF_WrEn,
output   reg                  RF_RdEn,
output   reg   [ADDR-1:0]     RF_Address,
output   reg   [WIDTH-1:0]    RF_WrData,
output   reg                  UART_RF_SEND,
output   reg                  UART_ALU_SEND,
output   reg   [WIDTH-1:0]    UART_SEND_RF_DATA,
output   reg   [WIDTH*2-1:0]  UART_SEND_ALU_DATA  	
);
localparam  [3:0]      IDLE         = 4'b0000 ,
                       WRITE_CMD_S  = 4'b0001 ,
					   WRITE_ADD_S  = 4'b0010 ,
					   WRITE_DAT_S  = 4'b0011 ,
					   READ_CMD_S   = 4'b0100 ,
					   READ_ADD_S   = 4'b0101 ,
					   READ_WAIT_S  = 4'b0110 ,
					   ALU_WP_OPA_S = 4'b0111 ,
					   ALU_WP_OPB_S = 4'b1000 ,					   
					   ALU_OP_FUN_S = 4'b1001 ,
                       ALU_WAIT_O_S = 4'b1010 ;
localparam  [7:0]      RF_WRITE_CMD  = 8'hAA ,
                       RF_READ_CMD   = 8'hBB ,
					   ALU_W_OP_CMD  = 8'hCC ,
					   ALU_WN_OP_CMD = 8'hDD ;
reg         [3:0]      current_state , 
                       next_state    ;
reg         [7:0]      RF_ADDR_REG ;
reg                    RF_ADDR_EN   ,
                       RF_RD_STORE  ,
                       ALU_DAT_STOR ;					   
always @ (posedge CLK or negedge RST)
 begin
  if(!RST)
   begin
    current_state <= IDLE ;
   end
  else
   begin
    current_state <= next_state ;
   end
 end
always @ (*)
 begin
  case(current_state)
  IDLE   	: begin
				if(UART_RX_VLD)
			      begin
					case(UART_RX_DATA)   
					RF_WRITE_CMD : begin
									next_state = WRITE_ADD_S ;				
								   end
					RF_READ_CMD  : begin
									next_state = READ_ADD_S ;				
								   end
					ALU_W_OP_CMD : begin
									next_state = ALU_WP_OPA_S ;				
								   end
					ALU_WN_OP_CMD: begin
			                        next_state = ALU_OP_FUN_S ;				
								   end							   
					default      : begin
									next_state = IDLE ;				
								   end
					endcase	
				  end
				else
				  begin
					next_state = IDLE ;
				  end
				end			  							  			
  WRITE_ADD_S : begin
				 if(UART_RX_VLD)
			       begin
			        next_state = WRITE_DAT_S ; 				
                   end
			     else
			       begin
			        next_state = WRITE_ADD_S ; 			
                   end			  
                end
  WRITE_DAT_S : begin
				 if(UART_RX_VLD)
			       begin
			        next_state = IDLE ; 				
                   end
			     else
			       begin
			        next_state = WRITE_DAT_S ; 			
                   end			  
                end  		  
  READ_ADD_S  : begin
				 if(UART_RX_VLD)
			       begin
			        next_state = READ_WAIT_S ; 				
                   end
			     else
			       begin
			        next_state = READ_ADD_S ; 			
                   end			  
                end
  READ_WAIT_S : begin
				 if(RF_RdData_VLD)
			       begin
			        next_state = IDLE ; 				
                   end
			     else
			       begin
			        next_state = READ_WAIT_S ; 			
                   end			  
                end			
  ALU_WP_OPA_S: begin
				 if(UART_RX_VLD)
			       begin
			        next_state = ALU_WP_OPB_S ; 				
                   end
			     else
			       begin
			        next_state = ALU_WP_OPA_S ; 			
                   end			  
                end	
  ALU_WP_OPB_S: begin
				 if(UART_RX_VLD)
			       begin
			        next_state = ALU_OP_FUN_S ; 				
                   end
			     else
			       begin
			        next_state = ALU_WP_OPB_S ; 			
                   end			  
                end	
  ALU_OP_FUN_S: begin
				 if(UART_RX_VLD)
			       begin
			        next_state = ALU_WAIT_O_S ; 				
                   end
			     else
			       begin
			        next_state = ALU_OP_FUN_S ; 			
                   end			  
                end	
  ALU_WAIT_O_S: begin
				 if(ALU_OUT_VLD)
			       begin
			        next_state = IDLE ; 				
                   end
			     else
			       begin
			        next_state = ALU_WAIT_O_S ; 			
                   end			  
                end					
  default     : begin
			      next_state = IDLE ; 
                end	
  endcase                 	   
 end 
always @ (*)
 begin
   ALU_EN     = 1'b0 ;
   ALU_FUN    = 4'b0 ;  
   CLKG_EN    = 1'b0 ; 
   CLKDIV_EN  = 1'b1 ;
   RF_WrEn    = 1'b0 ;
   RF_RdEn    = 1'b0 ;
   RF_Address =  'b0 ;
   RF_WrData  =  'b0 ;
   RF_ADDR_EN = 1'b0 ;
   UART_RF_SEND  = 1'b0 ; 
   UART_ALU_SEND = 1'b0 ;
   RF_RD_STORE   = 1'b0 ;
   ALU_DAT_STOR  = 1'b0 ;   
  case(current_state)
  IDLE   	  : begin
				  ALU_EN     = 1'b0 ;
				  ALU_FUN    = 4'b0 ;  
				  CLKG_EN    = 1'b0 ; 
				  CLKDIV_EN  = 1'b1 ;
				  RF_WrEn    = 1'b0 ;
				  RF_RdEn    = 1'b0 ;
				  RF_Address =  'b0 ;
				  RF_WrData  =  'b0 ;
				end			  							  			
  WRITE_ADD_S : begin
				 if(UART_RX_VLD)
			       begin
			        RF_ADDR_EN = 1'b1 ; 				
                   end
			     else
			       begin
			        RF_ADDR_EN = 1'b0 ; 			
                   end					   	  
                end
  WRITE_DAT_S : begin
				 if(UART_RX_VLD)
			       begin
				    RF_WrEn    = 1'b1         ;
					RF_Address = RF_ADDR_REG  ;
					RF_WrData  = UART_RX_DATA ;
                   end
			     else
			       begin
				    RF_WrEn    = 1'b0         ;
					RF_Address = RF_ADDR_REG  ;
					RF_WrData  = UART_RX_DATA ; 			
                   end					   	  
                end
  READ_ADD_S  : begin
				 if(UART_RX_VLD)
			       begin
			        RF_ADDR_EN = 1'b1 ; 				
                   end
			     else
			       begin
			        RF_ADDR_EN = 1'b0 ; 			
                   end					   	  
                end
  READ_WAIT_S : begin
				  RF_RdEn    = 1'b1         ;
				  RF_Address = RF_ADDR_REG  ;
				  if(RF_RdData_VLD)
			       begin
			        UART_RF_SEND = 1'b1 ; 
                    RF_RD_STORE  = 1'b1 ;					
                   end
			      else
			       begin
			        UART_RF_SEND = 1'b0 ;	
                    RF_RD_STORE  = 1'b0 ;						
                   end					  
                end		
  ALU_WP_OPA_S: begin
				 if(UART_RX_VLD)
				   begin
				    RF_WrEn    = 1'b1         ;
					RF_Address = 'b00         ;
					RF_WrData  = UART_RX_DATA ;
				   end	
			     else
			       begin
				    RF_WrEn    = 1'b0         ;
					RF_Address = 'b00         ;
					RF_WrData  = UART_RX_DATA ; 			
                   end			  
                end	
  ALU_WP_OPB_S: begin
				 if(UART_RX_VLD)
				  begin
				    RF_WrEn    = 1'b1         ;
					RF_Address = 'b01         ;
					RF_WrData  = UART_RX_DATA ;
				  end	
			     else
			       begin
				    RF_WrEn    = 1'b0         ;
					RF_Address = 'b01         ;
					RF_WrData  = UART_RX_DATA ; 			
                   end			  
                end	
  ALU_OP_FUN_S: begin
				 CLKG_EN = 1'b1 ;  
				 if(UART_RX_VLD)
			       begin
                     ALU_EN  = 1'b1 ;
                     ALU_FUN = UART_RX_DATA ; 			
                   end
			     else
			       begin
                     ALU_EN  = 1'b0 ;
                     ALU_FUN = UART_RX_DATA ; 				
                   end			  
                end	
  ALU_WAIT_O_S: begin
				 CLKG_EN = 1'b1 ;   
				 if(ALU_OUT_VLD)
			       begin
			        UART_ALU_SEND = 1'b1 ; 
                    ALU_DAT_STOR  = 1'b1 ;							
                   end
			      else
			       begin
			        UART_ALU_SEND = 1'b0 ;
                    ALU_DAT_STOR  = 1'b0 ;							
                   end
                end				   
  default     : begin
		    ALU_EN     = 1'b0 ;
		    ALU_FUN    = 4'b0 ;  
		    CLKG_EN    = 1'b0 ; 
	            CLKDIV_EN  = 1'b1 ;
		    RF_WrEn    = 1'b0 ;
		    RF_RdEn    = 1'b0 ;
		    RF_Address =  'b0 ;
		    RF_WrData  =  'b0 ;
                end	
  endcase                 	   
 end 
always @ (posedge CLK or negedge RST)
 begin
  if(!RST)
   begin
    RF_ADDR_REG <= 8'b0 ;
   end
  else
   begin
    if (RF_ADDR_EN)
	 begin	
      RF_ADDR_REG <= UART_RX_DATA ;
	 end 
   end
 end
always @ (posedge CLK or negedge RST)
 begin
  if(!RST)
   begin
    UART_SEND_RF_DATA <= 8'b0 ;
   end
  else
   begin
    if (RF_RD_STORE)
	 begin
      UART_SEND_RF_DATA <= RF_RdData ;
	 end 
   end
 end
always @ (posedge CLK or negedge RST)
 begin
  if(!RST)
   begin
    UART_SEND_ALU_DATA <= 'b0 ;
   end
  else
   begin
    if (ALU_DAT_STOR)
	 begin
      UART_SEND_ALU_DATA <= ALU_OUT ;
	 end 
   end
 end
endmodule
module CTRL_TX #(parameter WIDTH = 8, ADDR = 4 )
(
input    wire                CLK,
input    wire                RST,
input    wire                UART_RF_SEND,
input    wire  [WIDTH-1:0]   UART_SEND_RF_DATA,
input    wire                UART_ALU_SEND,
input    wire  [WIDTH*2-1:0] UART_SEND_ALU_DATA,
input    wire                UART_TX_Busy,
output   reg   [WIDTH-1:0]   UART_TX_DATA, 
output   reg                 UART_TX_VLD
);
localparam   [2:0]     IDLE             = 3'b000 ,
                       UART_RF_SEND_S   = 3'b001 ,
                       UART_ALU0_SEND_S = 3'b010 ,
                       WAIT_UART_BUST   = 3'b011 ,					   
                       UART_ALU1_SEND_S = 3'b100 ;
reg          [2:0]     current_state , 
                       next_state    ;
always @ (posedge CLK or negedge RST)
 begin
  if(!RST)
   begin
    current_state <= IDLE ;
   end
  else
   begin
    current_state <= next_state ;
   end
 end
always @ (*)
 begin
  next_state = IDLE ;
  case(current_state)
  IDLE   	   : begin
				  if(UART_RF_SEND)
			        begin
					 next_state = UART_RF_SEND_S ;
				    end
				  else if (UART_ALU_SEND)
				    begin
					 next_state = UART_ALU0_SEND_S ;
				    end
				  end			  							  			
  UART_RF_SEND_S  : begin
			         if (UART_TX_Busy)  
			           next_state = IDLE ;
                     else	
			           next_state = UART_RF_SEND_S ;					 
                    end	
  UART_ALU0_SEND_S: begin
			         if (UART_TX_Busy)
			           next_state = WAIT_UART_BUST ;
                     else
 			           next_state = UART_ALU0_SEND_S ;						 
                    end
  WAIT_UART_BUST  : begin
			         if (!UART_TX_Busy)
			           next_state = UART_ALU1_SEND_S ;
                     else
 			           next_state = WAIT_UART_BUST ;						 
                    end					
  UART_ALU1_SEND_S: begin
			         if (UART_TX_Busy)  
			           next_state = IDLE ;
                     else	
			           next_state = UART_ALU1_SEND_S ;					 	  
                    end					  
  default     : begin
			      next_state = IDLE ; 
                end	
  endcase                 	   
 end 
always @ (*)
 begin
   UART_TX_VLD   = 1'b0 ;
   UART_TX_DATA  = 'b0 ;   	  
  case(current_state)
  IDLE   	      : begin
                      UART_TX_DATA  = 'b0 ; 
                      UART_TX_VLD = 1'b0 ;	
				    end			  							  			
  UART_RF_SEND_S  : begin
                      UART_TX_DATA  = UART_SEND_RF_DATA ; 
                      UART_TX_VLD = 1'b1 ;			   	  
                    end
  UART_ALU0_SEND_S: begin
                      UART_TX_DATA  = UART_SEND_ALU_DATA [WIDTH-1:0] ; 
                      UART_TX_VLD = 1'b1 ;
                    end					  
  WAIT_UART_BUST  : begin
                      UART_TX_DATA  = 'b0 ;   
                      UART_TX_VLD = 1'b0 ;			  
                    end	
  UART_ALU1_SEND_S: begin
                      UART_TX_DATA  = UART_SEND_ALU_DATA [WIDTH*2-1:WIDTH] ; 
                      UART_TX_VLD = 1'b1 ;			  
                    end	
  default     : begin
                  UART_TX_VLD = 1'b0 ;	
                end	
  endcase                 	   
 end 
endmodule
module SYS_CTRL #(parameter WIDTH = 8, ADDR = 4 )
(
input    wire                 CLK,
input    wire                 RST,
input    wire   [WIDTH-1:0]   RF_RdData,
input    wire                 RF_RdData_VLD,
output   wire                 RF_WrEn,
output   wire                 RF_RdEn,
output   wire   [ADDR-1:0]    RF_Address,
output   wire   [WIDTH-1:0]   RF_WrData,
input    wire   [WIDTH*2-1:0] ALU_OUT,
input    wire                 ALU_OUT_VLD, 
output   wire                 ALU_EN,
output   wire   [3:0]         ALU_FUN,  
output   wire                 CLKG_EN, 
output   wire                 CLKDIV_EN, 
input    wire   [WIDTH-1:0]   UART_RX_DATA, 
input    wire                 UART_RX_VLD,
input    wire                 UART_TX_Busy,
output   wire   [WIDTH-1:0]   UART_TX_DATA, 
output   wire                 UART_TX_VLD
);
wire       [WIDTH*2-1:0]      UART_SEND_ALU_DATA ;
wire       [WIDTH-1:0]        UART_SEND_RF_DATA ;
wire                          UART_RF_SEND ;
wire                          UART_ALU_SEND ;
CTRL_RX U0_CTRL_RX (
.CLK(CLK),
.RST(RST),
.RF_RdData(RF_RdData),
.RF_RdData_VLD(RF_RdData_VLD),
.ALU_OUT(ALU_OUT),
.ALU_OUT_VLD(ALU_OUT_VLD), 
.UART_RX_DATA(UART_RX_DATA), 
.UART_RX_VLD(UART_RX_VLD),
.ALU_EN(ALU_EN),
.ALU_FUN(ALU_FUN),  
.CLKG_EN(CLKG_EN), 
.CLKDIV_EN(CLKDIV_EN),
.RF_WrEn(RF_WrEn),
.RF_RdEn(RF_RdEn),
.RF_Address(RF_Address),
.RF_WrData(RF_WrData),
.UART_RF_SEND(UART_RF_SEND),
.UART_ALU_SEND(UART_ALU_SEND),
.UART_SEND_RF_DATA(UART_SEND_RF_DATA),
.UART_SEND_ALU_DATA(UART_SEND_ALU_DATA)
);
CTRL_TX U0_CTRL_TX (
.CLK(CLK),
.RST(RST),
.UART_RF_SEND(UART_RF_SEND),
.UART_ALU_SEND(UART_ALU_SEND),
.UART_SEND_ALU_DATA(UART_SEND_ALU_DATA),
.UART_SEND_RF_DATA(UART_SEND_RF_DATA),
.UART_TX_Busy(UART_TX_Busy),
.UART_TX_DATA(UART_TX_DATA),
.UART_TX_VLD(UART_TX_VLD)
);
endmodule
==> run summary <==
fresh numbers from the pnr run: gpl congestion=0.780, stages on the worst setup path=5, 1st-iter DRT viols=83, crit-path max FO=4, met3 Usage GRT=2.23%, met1 Use GR=26.6%, Hold Crit Class=input pin to async pin, CP endpoint=UART_TX_DATA[7], Core ar.=6060 um^2, ys cells=161, final wirelength=4650 um, Late-Pin Clk Latency=0.29 ns, Total Power=2.86 mW, failing checks=setup timing, Antenna Violating Nets Remaining=0, final setup vio count=14, Period minus WS final=1.74 ns, Post-Synth Simple-Gate Area=13.1%, DRC viols=0, yosys stat area=1930 um^2, Critical Path Max Stage Delay=0.45 ns, Worst IR Drop VDD=0.000492 V, Syn-to-layout area delta=60.1%, Power Dens Cells=926 nW/um^2, Top-area cell share=51.9%, floorplan core density=31.8%, clock buffer depth=2, RSZ-0062 raised after global routing=true, TritonCTS clock tree=built, diodes inserted=0, H-tree Lvls=2, worst slack at placement=-0.185 ns, Root Buffer=clkbuf_8, OpenROAD warnings=27, FF+latch count, synth=42, placed cells=311, PortBufs=66, CP Class=flop to output port, die area=6750 um^2, global route hottest layer=met1, Top Family by Delay on Critical Path=flip-flops, Top cells by area=dfrtp_1, mux2_1, a222oi_1, CP Launch Point=U0_CTRL_TX.current_state[3], reg-to-reg endpoint=U0_CTRL_RX.UART_SEND_RF_DATA[0], Leak Pwr=1.51 nW, Die W=82.2 um, Fin Hold WS=0.474 ns, slack of the critical path=-0.139 ns, hpwl dp=3200 um, maxcap violations=0, GRT Util Overall=15.7%, vias post-DR=1,614, GRT Residual Overflow=0, Vias/cell=4.75, DIE HEIGHT=82.2 um, crit path max-delay cell type=dfrtp_2, global-route wire length before repair=7870 um, most numerous logic cell after layout=dfrtp_1, Final Max Tran Viols=0, Post-Synth XOR/XNOR Area=0%, CP Launch Type=flop, status=finished, violations left, Critical Path, Cell by Cell=buf_6, buf_6, a222oi_1, inv_1, buf_2, FMAX=575 MHz, layout cells sized above 1=33.6%, Pre-Repair DR Iteration Count=5, average wire per standard cell=13.7 um, number of non-filler instances in the completed layout=340, number of fill cells=544, Post-Route Skew=0.00791 ns, adder share=0%, Seq/Total Area, Yosys=54.6%, area of placed instances=2800 um^2, Synth Instances=161, site row count=28, met2 Track Usage GR=22.5%, Synth cell types=33, most area-hungry cell type in the Yosys netlist=dfrtp_1, Avg Inst Size Synth=12.0 um^2, crit end category=output port, CTS Buf Count=5, CTS clock-pin slew for the worst setup and hold paths=0.08 ns, yosys warning tally=2, Worst EP arrival=1.42 ns, Design Area, Final=3090 um^2, worst endpoint required time=1.28 ns, Reg2Reg Setup Slack=0.34 ns, area fraction in mux cells=17.5%, CP bufs+invs=4, vias in the first global route=1,582, reg2reg start=U0_CTRL_RX.current_state[4], Critical Path Most Common Cell=buf_6, final hold vios=0, Clock Sinks=42, mapped cell area=1930 um^2, Worst Reg-to-Reg Cells=4, io pins=68, Final Cycle Share=109%, initial antenna violation count=0, Main logic family=multiplexers, yosys aoi share=9.54%, largest net degree at the start of global routing=27, most numerous logic cells after layout=dfrtp_1, clkdlybuf4s50_1, mux2_1
cell type report:
type / count / area [um^2] / area share (%)
Sequential cell: 42 / 1060 / 34.4
Tap cell: 75 / 93.8 / 3.04
Clock buffer: 6 / 82.6 / 2.68
Inverter: 15 / 56.3 / 1.82
Timing Repair Buffer: 103 / 918 / 29.8
Multi-Input combinational cell: 97 / 815 / 26.4
Clock inverter: 2 / 60.1 / 1.95
worst min path at each step:
stage                                      end  cells after the start                        start
CTS           U0_CTRL_RX.UART_SEND_ALU_DATA[5]                      2                          RST
global route       U0_CTRL_TX.current_state[4]                      1  U0_CTRL_TX.current_state[4]
finish        U0_CTRL_RX.UART_SEND_ALU_DATA[5]                      2                          RST
layer usage:
| metal | share of wire, % | vias up |
|---|---|---|
| li1 | - | 778 |
| met1 | 46 | 786 |
| met2 | 47 | 43 |
| met3 | 4.8 | 7 |
| met4 | 1.5 | 0 |
| met5 | 0 | - |
timing repair:
action | in CTS | in global routing
pin swaps | 12 | 11
setup endpoints to repair | 28 | 23
endpoints found under the hold margin | 16 | 0
resized | 107 | 17
cloned | 1 | 0
hold buffers | 1 | 0
buffers inserted | 17 | 3
flip-flops by register name, indices dropped and copies added, names as in the netlist, named ones only:
| name | cells |
|---|---|
| U0_CTRL_RX.UART_SEND_ALU_DATA | 16 |
| U0_CTRL_RX.UART_SEND_RF_DATA | 8 |
| U0_CTRL_RX.current_state | 7 |
| U0_CTRL_TX.current_state | 5 |
| U0_CTRL_RX.RF_ADDR_REG | 4 |
synthesized netlist by cell type (all sizes together):
cell,n
o22ai,4
or2,1
and2,6
and3,2
a41oi,1
buf,4
and4bb,2
a21oi,1
clkbuf,3
nor2,5
a222oi,8
o221ai,1
mux2,30
dfstp,2
a21o,1
nand2b,1
o21a,1
nand3,5
dfrtp,40
nand2,7
nor3,1
nor2b,12
conb,1
a221o,1
o21ai,5
inv,15
or3,1
through the flow:
| step | utilization [%] | TNS [ns] |
|---|---|---|
| floorplan | - | 0 |
| global placement | 46.1 | -3.28 |
| detailed placement | 46.1 | -3.34 |
| CTS | 50.5 | -1.90 |
| global route | 50.9 | -2.34 |
| finish | 50.9 | -1.03 |
report_power, final:
group | switching [mW] | internal (mW)
registers | 0.112 | 1.25
logic | 0.160 | 0.323
clock network | 0.350 | 0.665
cells by family after synthesis:
group,after synthesis
simple gates,43
flops,42
mux,30
compound gates,23
buf+inv,22
other cells,1
Power is estimated from default activity; no workload was simulated.
