$ cat design.v
module parity_clc (
input wire         clk,
input wire         par_typ,
input wire         data_valid,
input wire [7:0]   p_data,
output reg         parity_bit
);
wire               par_bit ;
always @(posedge clk)
begin
    if (data_valid) 
    begin
      if (par_typ)
          parity_bit <= ~par_bit;  
       else 
          parity_bit <= par_bit ;
    end
end
assign par_bit = ^p_data ;
endmodule
module serializer (
input wire         clk,
input wire         ser_en,
input wire [7:0]   p_data,
output reg         s_data,
output reg         ser_done
);
reg [3:0]          count;
reg                ser_data; 
always @(posedge clk)
 begin
   if(!ser_en || ser_done)   
     begin
      count <= 0 ;
     end
   else
     begin
      count <= count + 4'b1 ;
     end
 end
always @(*)
 begin
      ser_data = p_data[count];
      if (count == 4'b1000) begin
        ser_done <=  1'b1 ;
        ser_data <= 1'b0 ;
       end
      else begin
        ser_done <= 1'b0;
      end
   end
always @(posedge clk)
begin
  s_data <= ser_data ;
end
endmodule
module uart_top (
input wire         CLK,
input wire         RST,
input wire         PAR_EN,
input wire         PAR_TYP,
input wire         DATA_VALID,
input wire [7:0]   P_DATA,
output reg         TX_OUT,
output reg         BUSY
);
reg                Ser_en;
wire               Done;
wire               S_data;
wire               Par_bit;
reg [2:0]		   current_state, next_state ;
reg                tx_out;
reg                busy;
reg                DATA_VALID_par;
localparam [2:0] 	IDLE  = 3'b000 ,
				    Start_bit = 3'b001 ,
	             	Ser_bits = 3'b010 ,
                    Par_bits = 3'b011 ,
                    Stop_bits =3'b100 ; 
always @(posedge CLK or negedge RST)
begin
 if(!RST)
  current_state <= IDLE ;
 else
  current_state <= next_state ;
end
always @(*)
begin
case (current_state)
IDLE : begin
		tx_out = 1'b1;
		Ser_en = 1'b0;
        busy = 1'b0;
        DATA_VALID_par = 1'b0;
	    if (!BUSY && DATA_VALID && !Done)
		 begin
		  next_state = Start_bit ;
		 end
		else 
		 next_state = IDLE ;
	   end
Start_bit : begin
	     tx_out = 1'b0 ;
         Ser_en = 1'b1 ;
         busy = 1'b1 ;
         DATA_VALID_par = 1'b1;  
	    if (!DATA_VALID && !Done)
		 begin
		  next_state = Ser_bits ;
		 end
		else 
		 next_state = Start_bit ;
		end
Ser_bits : begin
	     tx_out = S_data ;
		 Ser_en = 1'b1 ;
		 busy = 1'b1 ;
         DATA_VALID_par = 1'b0;
	    if (Done &&  PAR_EN)
		 begin
		  next_state = Par_bits ;
		 end
		else if (Done && !PAR_EN) begin
		 next_state = Stop_bits ;
		end
		else 
		 next_state = Ser_bits ;
		end
Par_bits : begin  
		tx_out = Par_bit ;
		Ser_en = 1'b0 ;
		busy = 1'b1 ;
        DATA_VALID_par = 1'b0;
	    if ( Done )
		 begin
		  next_state = Par_bits ;
		 end
		else 
		begin
		next_state = Stop_bits ;
		end
		end
Stop_bits : begin
	     tx_out = 1'b1 ;
		 Ser_en = 1'b0 ;
		 busy = 1'b1 ;
         DATA_VALID_par = 1'b0;
		 next_state = IDLE ;
     end
default : begin
	     tx_out = 1'b1;
		 Ser_en = 1'b0;
         busy = 1'b0;
         DATA_VALID_par = 1'b0;
		 next_state = IDLE ;
	      end
endcase
end
always @(posedge CLK )
begin
    TX_OUT <= tx_out ;
    BUSY <= busy ;
end
serializer SER (
.clk(CLK),
.ser_en(Ser_en),
.p_data(P_DATA),
.s_data(S_data),
.ser_done(Done)
);
parity_clc PAR (
.clk(CLK),
.par_typ(PAR_TYP),
.p_data(P_DATA),
.parity_bit(Par_bit),
.data_valid(DATA_VALID_par)
);
endmodule
$ cat run.sh
#!/bin/bash
# OpenROAD 26Q1-2900-gdf79404cd8, Yosys 0.63+post, stock flow scripts
make -C /OpenROAD-flow-scripts/flow DESIGN_CONFIG=/design/flow/config.mk WORK_HOME=/design/flow/orfs finish
$ cat config.mk
export PLATFORM = sky130hd
export DESIGN_NAME = uart_top
export DESIGN_NICKNAME = uart_top
export VERILOG_FILES = /design/flow/design.v
export SDC_FILE = /design/flow/constraint.sdc
export NUM_CORES = 4
export LEC_CHECK = 1
export CORE_AREA = 10 10 70 70
export DIE_AREA = 0 0 80 80
$ cat constraint.sdc
current_design uart_top

set clk_period 1.7
set clk_io_pct 0.2

create_clock -name clk0 -period $clk_period [get_ports {CLK}]

set non_clock_inputs [all_inputs -no_clocks]
set_input_delay [expr $clk_period * $clk_io_pct] -clock clk0 $non_clock_inputs
set_output_delay [expr $clk_period * $clk_io_pct] -clock clk0 [all_outputs]
==> impl_metrics.yaml <==
# generated from flow reports
place:
  hpwl_um: 918
  detailedPlace.worstSlack_ps: -143
  place_inst: 114
  placed_area_um2: 817
  port_buffers: 14
  routabilityCongestion: 0.752
cts:
  cts_tree: "yes"
  clockBufferDepth: 2
  clk_latency_ps: 270
  ctsHoldBuffers: 0
  clkSinkCount: 13
  cts.root.buffer_cell: "clkbuf_4"
  cts_buffers: 3
  htreeDepth: 1
  clkSlewWorstSetupHoldPaths_ps: 70
  cts_resized: 0
  postCtsSetupBuffers: 0
run:
  drv_cap: 0
  warning_count: 26
setup_path:
  cp.required_ps: 1720
  critPathArrivalTime_ps: 1550
  max_stage_delay_ps: 480
  critical_path.slowest_cell: "clkdlybuf4s50_1"
  worstSetupPathType: "primary input to register"
  crit_path_max_fanout: 2
  crit_chain: "clkdlybuf4s50_1 > xor2_1 > xnor3_1 > xnor2_1"
  startpoint_type: "primary input"
  critPathTopFamily: "XOR/XNOR gates"
  cp-end-kind: "register"
  critical_path_buf_inv_count: 1
floorplan:
  chipArea_mm2: 0.00640
  fp_util_pct: 17.9
  rows: 21
  io_pins: 15
  dieHeight_um: 80
  die_w_um: 80
  coreArea_mm2: 0.00342
sta:
  tightest_slew_ps: 565
  fin_skew_ps: 1.31
  period_used_pct: 90.2
  fin_crit_ps: 1530
  layout_setup_ws_ps: 167
  hold-worst-slack_ps: 282
  max_slew_margin_pct: 61.9
  fmax_mhz: 652
  rsz0062_at_grt: "no"
  slew_viol_final: 0
  setup_viol: 0
  final_hold_viol_count: 0
pwr:
  ir_drop_mv: 0.234
  powerDensity_mw_per_mm2: 683
  power.leakage_nw: 0.324
yosys:
  simple_gate_share_pct: 10.0
  yosys_warnings: 3
  synthTopLogicFamily: "XOR/XNOR gates"
  postSynthSeqShare_pct: 48.5
  xor_share_pct: 15.1
  postSynthAreaPerCell_um2: 11.5
  most_common_cell: "dfxtp_1"
  edf_count: 1
  yosysChipArea_um2: 612
  ys_cells: 53
  ys_ff: 13
  yosys.area_share.aoi_pct: 8.38
  adder_share_pct: 4.09
  netlist_top_cells_count: "dfxtp_1 (7), inv_1 (6), xnor2_1 (6)"
  top_cell_area_share_pct: 22.9
  async_reset_ff_share_pct: 38.5
  synth_top_cell_by_area: "dfxtp_1"
  ys.flop_type: "dfxtp_1"
  mux_area_share_pct: 10.2
  synthCells: 53
  top_cells_by_area: "dfxtp_1 (23%), dfrtp_1 (16%), mux4_1 (8.6%)"
  ys_types: 24
  syn_area_um2: 612
grt:
  grt.total_usage_pct: 3.66
  grt_first_pass_wirelength_um: 1900
  grt_pass1_vias: 471
  grt_start_max_net_pins: 9
  overflow: 0
  grt_antenna_before_repair: 0
routing:
  drc: 0
  drt_pass1_iterations: 4
  vias: 430
  routedWlPerCell_um: 9.17
  drtIter0Drc: 20
  diodes: 0
  ant_nets: 0
  wirelength_um: 1080
  vias_per_cell: 3.64
cells_and_area:
  n_fill_cell: 380
  final_cells: 118
  logic_area_um2: 293
  syn2layout_area_growth_pct: 37.8
  drive_gt1_share_pct: 8.33
  fin_area_um2: 843
  final_util_pct: 24.7
  seq_area_um2: 297
status:
  status: "completed"
hold_path:
  hp-class: "primary input to async pin"
cells in the final DEF, fill, tap and decap left out, types with 3 or more instances in the layout:
cell              n
xnor2_1           6
clkbuf_4          3
dfxtp_1           7
a21oi_1           3
inv_1             6
dfrtp_1           4
clkdlybuf4s50_1  14
nor2_1            5
report_power, final:
| group | total (mW) | leakage, nW | switching, mW | internal [mW] |
|---|---|---|---|---|
| registers | 0.315 | 0.132 | 0.000351 | 0.314 |
| clock network | 0.182 | 0.0150 | 0.0915 | 0.0907 |
| logic | 0.0794 | 0.177 | 0.0241 | 0.0553 |
worst reg2reg max path, stage by stage, from the launching register on:
cell and delay, ps:
dfxtp_1 450, inv_1 80, ha_1 210, nand3b_2 160, o21ai_0 260, a21oi_1 180
path summary, 6_finish.rpt:
| path | slack, ps | cells past startpoint | start | end |
|---|---|---|---|---|
| hold / removal | 280 | 1 | RST | current_state[2] |
| setup / recovery | 170 | 4 | P_DATA[4] | PAR.parity_bit |
| min in group clk0 | 460 | 1 | current_state[1] | current_state[0] |
| max in group asynchronous | 1170 | 1 | RST | current_state[0] |
| setup reg to reg | 300 | 5 | SER.count[0] | current_state[2] |
| hold reg to reg | 460 | 1 | current_state[1] | current_state[0] |
stage by stage:
stage,TNS [ps],power [mW]
5_1_grt,0,0.611
3_5_place_dp,-170,0.403
2_1_floorplan,0,0.361
4_1_cts,0,0.587
6_report,0,0.576
3_3_place_gp,-94.1,0.399
per-layer routing:
metal	wire [um]	global-route usage [%]	vias up
met1	546	4.49	196
met5	0	0	-
met3	105	2.27	0
met4	0	0.352	0
li1	-	-	220
met2	430	5.54	14
flip-flops by register name, indices dropped and copies added (netlist names):
| signal | cells |
|---|---|
| TX_OUT | 1 |
| current_state | 5 |
| BUSY | 1 |
| SER.s_data | 1 |
| SER.count | 4 |
| PAR.parity_bit | 1 |
cell type report:
type | count | share of cell area [%]
well taps | 46 | 6.82
inverters | 6 | 2.67
multi-input cells | 34 | 34.7
flip-flops and latches | 13 | 35.2
clock buffers | 4 | 3.12
repair buffers | 15 | 17.5
kinds of logic (layout without fill, tap and decap cells):
group,after synthesis,count (layout)
compound gates,8,8
fa+ha+maj,2,2
mux,3,3
buf+inv,6,25
xor+xnor,9,9
simple gates,12,12
flops,13,13
Power and IR drop assume default switching activity.
